--- /design/flow/config.mk ---
export PLATFORM = sky130hd
export DESIGN_NAME = ModelSet
export DESIGN_NICKNAME = ModelSet
export VERILOG_FILES = /design/flow/design.v
export SDC_FILE = /design/flow/constraint.sdc
export NUM_CORES = 4
export LEC_CHECK = 1
export CORE_AREA = 10 10 70 70
export DIE_AREA = 0 0 80 80
--- /design/flow/constraint.sdc ---
current_design ModelSet

set clk_period 1.8
set clk_io_pct 0.2

create_clock -name clk0 -period $clk_period [get_ports {clock}]

set non_clock_inputs [all_inputs -no_clocks]
set_input_delay [expr $clk_period * $clk_io_pct] -clock clk0 $non_clock_inputs
set_output_delay [expr $clk_period * $clk_io_pct] -clock clk0 [all_outputs]
--- /design/flow/design.v ---
module ModelSet(reset, clock, SW_MODE, ALARMSET_RUN, STOPWATCH_RUN, TIMESET_RUN);
  input reset;
  input clock;
  input SW_MODE;
  output ALARMSET_RUN;
  output STOPWATCH_RUN;
  output TIMESET_RUN;
  reg ALARMSET_RUN;
  reg STOPWATCH_RUN;
  reg TIMESET_RUN;
  parameter [1:0] TIMESET = 0, ALARMSET = 1, STOPWATCH = 2, IDLE = 3;
  reg [1:0] current_state, next_state;
  always @(posedge clock or negedge reset)
  begin: SYNCH
    if (reset == 1'b0)
       current_state <= IDLE;
    else
       current_state <= next_state;
  end
  always @(current_state or SW_MODE)
  begin: COMBIN
     case (current_state)
        TIMESET:
        begin
          if (SW_MODE)
             begin
             next_state <= IDLE;
             end
          else if (!(SW_MODE))
             begin
             next_state <= TIMESET;
             end
          ALARMSET_RUN <= 1'b0;
          STOPWATCH_RUN <= 1'b0;
          TIMESET_RUN <= 1'b1;
        end
        ALARMSET:
        begin
          if (!(SW_MODE))
             begin
             next_state <= ALARMSET;
             end
          else if (SW_MODE)
             begin
             next_state <= STOPWATCH;
             end
          ALARMSET_RUN <= 1'b1;
          STOPWATCH_RUN <= 1'b0;
          TIMESET_RUN <= 1'b0;
        end
        STOPWATCH:
        begin
          if (SW_MODE)
             begin
             next_state <= TIMESET;
             end
          else if (!(SW_MODE))
             begin
             next_state <= STOPWATCH;
             end
          ALARMSET_RUN <= 1'b0;
          STOPWATCH_RUN <= 1'b1;
          TIMESET_RUN <= 1'b0;
        end
        IDLE:
        begin
          if (!(SW_MODE))
             begin
             next_state <= IDLE;
             end
          else if (SW_MODE)
             begin
             next_state <= ALARMSET;
             end
          ALARMSET_RUN <= 1'b0;
          STOPWATCH_RUN <= 1'b0;
          TIMESET_RUN <= 1'b0;
        end
        default:
          next_state <= IDLE;
     endcase
  end
endmodule
--- /design/flow/run.sh ---
#!/bin/bash
# OpenROAD 26Q1-2900-gdf79404cd8, Yosys 0.63+post, stock flow scripts
make -C /OpenROAD-flow-scripts/flow DESIGN_CONFIG=/design/flow/config.mk WORK_HOME=/design/flow/orfs finish
==> job_summary.md <==
## Synthesis and layout report

| Metric | Value |
|---|---|
| WL final | `347 µm` |
| Worst path cell trace | `and2b_1 -> clkdlybuf4s50_1` |
| Pleak | `0.105 nW` |
| Worst setup EP type | `primary output` |
| Via count | `101` |
| Pwr per Cell Area | `640 nW/µm²` |
| DR WL/cell | `5.18 µm` |
| EDFF count, synth | `0` |
| Fmax | `586 MHz` |
| GR Util All Layers | `1.18%` |
| DR WL met3 | `74 µm` |
| CORE AREA | `3420 µm²` |
| Post-synthesis cell area | `135 µm²` |
| Post-route ant nets | `0` |
| Share of cells above drive strength 1 | `33.3%` |
| Die area | `6400 µm²` |
| Total Power | `177 µW` |
| Biggest area cells | `dfstp_2 39%, dlxtn_1 22%, nand2b_4 10%` |
| # fillers | `410` |
| Synthesized area per cell | `12.3 µm²` |
| Status | `finished clean` |
| CTS resizes | `0` |
| Yosys cell count | `11` |
| CP Launch Type | `register` |
| Chip height | `80 µm` |
| Log Warnings | `25` |
| Crit path kind | `register to primary output` |
| Crit path largest cell delay | `0.55 ns` |
| Total gr overflow | `0` |
| Htree depth | `1` |
| Mapped Cells | `11` |
| Max Used Layer | `met3` |
| Post-synth top cells | `2 x dfstp_2, 2 x dlxtn_1` |
| RSZ-0062 raised after global routing | `no` |
| Port Buffers | `5` |
| Sequential share of power | `32.0%` |
| Area added between synthesis and finish | `105%` |
| Clock-pin slew on the worst setup and hold paths | `0.03 ns` |
| Largest net degree at the start of global routing | `6` |
| Post-DP HPWL | `280 µm` |
| Worst Hold Slack | `0.488 ns` |
| Crit path max-delay cell type | `dfstp_2` |
| Die width | `80 µm` |
| Most area-hungry cell type in the Yosys netlist | `dfstp_2` |
| Met2 WL | `156 µm` |
| Part of the power in the clock network | `55.3%` |
| Crit path buf inv count | `1` |
| Vias in the first global route | `115` |
| Antenna violations before repair | `0` |
| Fin crit period | `1.71 ns` |
| CTS tree | `done` |
| Switching Fraction | `18.8%` |
| Asr flop ratio synth | `50.0%` |
| Core Util at FP | `3.96%` |
| Hold-fix buffers, CTS | `0` |
| # setup viols final | `0` |
| Max-area cell share | `38.9%` |
| Final slew viol count | `0` |
| Arrival @ worst endpoint | `1.35 ns` |
| Crit path max-delay family | `flip-flops` |
| Top_reg_cell synth | `dlxtn_1` |
| Worst min path class | `input port to async pin` |
| Root Driver | `clkbuf_4` |
| Worst IR Drop VDD | `0.0000637 V` |
| # DRC | `0` |
| Boundary pin count | `6` |
| YS chip area | `135 µm²` |
| Std cell rows | `21` |
| Register pins left without a clock | `2` |
| First-pass GRT wire length | `483 µm` |
| Clock Tree Buf Depth | `2` |
| Final hold violation count | `0` |
| Post-DR vias/cell | `1.51` |
| Setup TNS | `0 ns` |
| Initial drt markers | `4` |
| CP Max Fanout | `4` |
| Internal | `144 µW` |
| Crit path required time | `1.44 ns` |
| Max-cap violation count | `0` |
| DRT Pass-1 Iters | `2` |
| Yosys warning tally | `1` |
| Fin crit share | `94.8%` |
| Switch Pwr | `33.3 µW` |
| N_diodes | `0` |
| CTS buffer count | `3` |
| Met1 WL | `116 µm` |
| Registers, synthesis | `4` |
| Gate power share | `12.7%` |
| Endpoints left unconstrained | `2` |
| Placer Congestion | `0.588` |
| Cell Type Count | `9` |
## worst reg2reg max path, stage by stage, from the launching register on
cell	delay, ns
dfstp_2	0.52
buf_4	0.12
nand2b_4	0.11
xnor2_1	0.10
dlxtn_1	0.34
## area by class of cell
type / instances / area [µm²] / area share [%]
clock buffer: 3 / 22.5 / 8.14
multi-input combinational: 8 / 56.3 / 20.4
sequential: 4 / 82.6 / 29.9
tap: 46 / 57.6 / 20.8
timing repair buffer: 6 / 57.6 / 20.8
## power by group through the flow
stage     logic [mW]  clock network [mW]  registers (mW)
5_1_grt       0.0252               0.106          0.0573
6_report      0.0226              0.0978          0.0567
4_1_cts       0.0207               0.106          0.0578
## cell usage in the layout, fill, tap and decap left out, drive strengths merged
cell type      Yosys  layout
dlxtn              2       2
nor2b              1       1
nand2b             1       1
clkbuf             0       3
buf                0       1
nor2               1       1
clkdlybuf4s50      0       5
xor2               1       1
xnor2              1       1
conb               1       2
and2b              1       1
dfstp              2       2
## metal layers
layer	vias to the layer above	GRT usage [%]
met5	-	0
met4	0	0.704
met3	0	1.82
met2	4	1.28
met1	46	0.997
li1	51	-
## flip-flops by register name, indices dropped and copies added, names as in the netlist
name           count
next_state         2
current_state      2
## worst paths after layout
kind	startpoint	end	slack, ns	cells past startpoint
max in group asynchronous	reset	current_state[0]	1.29	1
worst max-delay path	current_state[0]	ALARMSET_RUN	0.09	2
worst min-delay path	reset	current_state[1]	0.49	1
min in group clk0	current_state[1]	STOPWATCH_RUN	1.46	2
worst max register to register	current_state[1]	current_state[0]	0.55	4
## through the flow
step | worst slack, ns | util [%] | cells | instance area, µm²
after floorplan | 0.658 | - | 12 | 139
after global placement | 0.287 | 7.22 | 63 | 246
after detailed placement | 0.276 | 7.22 | 63 | 246
after CTS | 0.0268 | 7.88 | 66 | 269
after global routing | 0.0360 | 8.10 | 67 | 277
final | 0.0932 | 8.10 | 67 | 277
## timing repair
item	in CTS	in global routing
setup buffers	0	1
endpoints found under the hold margin	0	0
endpoints found under the setup margin	0	1
## kinds of logic (layout without fill, tap and decap cells)
group | after synthesis | after routing | synth area share (%)
xor gates and xnor gates | 2 | 2 | 13.0
latches | 2 | 2 | 22.2
buffers and inverters | 0 | 9 | 0
other | 1 | 2 | 2.78
DFF | 2 | 2 | 38.9
and+or+nand+nor | 4 | 4 | 23.1
No activity file was given, so power comes from the tool's default toggle rates.
