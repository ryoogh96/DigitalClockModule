[run.sh]
#!/bin/bash
# OpenROAD 26Q1-2900-gdf79404cd8, Yosys 0.63+post, stock flow scripts
make -C /OpenROAD-flow-scripts/flow DESIGN_CONFIG=/design/flow/config.mk WORK_HOME=/design/flow/orfs finish
[config.mk]
export PLATFORM = sky130hd
export DESIGN_NAME = AlarmControlSch
export DESIGN_NICKNAME = AlarmControlSch
export VERILOG_FILES = /design/flow/design.v
export SDC_FILE = /design/flow/constraint.sdc
export NUM_CORES = 4
export LEC_CHECK = 1
export CORE_AREA = 10 10 70 70
export DIE_AREA = 0 0 80 80
[constraint.sdc]
current_design AlarmControlSch

set clk_period 1.6
set clk_io_pct 0.2

create_clock -name clk0 -period $clk_period [get_ports {CLK}]

set non_clock_inputs [all_inputs -no_clocks]
set_input_delay [expr $clk_period * $clk_io_pct] -clock clk0 $non_clock_inputs
set_output_delay [expr $clk_period * $clk_io_pct] -clock clk0 [all_outputs]
[design.v]
module AlarmControl(reset, clock, SW_F1, SW_F2, ALM_ONOFF, ALM_HOUR, ALM_MIN);
  input reset;
  input clock;
  input SW_F1;
  input SW_F2;
  output ALM_ONOFF;
  output ALM_HOUR;
  output ALM_MIN;
  reg ALM_ONOFF;
  reg ALM_HOUR;
  reg ALM_MIN;
  parameter [2:0] IDLE = 0, INCMIN = 1, SETMIN = 2, SETONOFF = 3, TOGGLE = 4, SETHOUR = 5, INCHOUR = 6;
  reg [2:0] current_state, next_state;
  always @(posedge clock or negedge reset)
  begin: SYNCH
    if (reset == 1'b0)
       current_state <= IDLE;
    else
       current_state <= next_state;
  end
  always @(current_state or SW_F1 or SW_F2)
  begin: COMBIN
     case (current_state)
        IDLE:
        begin
          if (!(SW_F1))
             begin
             next_state <= IDLE;
             end
          else if (SW_F1)
             begin
             next_state <= SETONOFF;
             end
          ALM_ONOFF <= 1'b0;
          ALM_HOUR <= 1'b0;
          ALM_MIN <= 1'b0;
        end
        INCMIN:
        begin
            next_state <= SETMIN;
          ALM_ONOFF <= 1'b0;
          ALM_HOUR <= 1'b0;
          ALM_MIN <= 1'b1;
        end
        SETMIN:
        begin
          if (SW_F1)
             begin
             next_state <= IDLE;
             end
          else if (SW_F2)
             begin
             next_state <= INCMIN;
             end
          else if (!(SW_F1))
             begin
             next_state <= SETMIN;
             end
          ALM_ONOFF <= 1'b0;
          ALM_HOUR <= 1'b0;
          ALM_MIN <= 1'b0;
        end
        SETONOFF:
        begin
          if (SW_F2)
             begin
             next_state <= TOGGLE;
             end
          else if (!(SW_F1))
             begin
             next_state <= SETONOFF;
             end
          else if (SW_F1)
             begin
             next_state <= SETHOUR;
             end
          ALM_ONOFF <= 1'b0;
          ALM_HOUR <= 1'b0;
          ALM_MIN <= 1'b0;
        end
        TOGGLE:
        begin
            next_state <= SETONOFF;
          ALM_ONOFF <= 1'b1;
          ALM_HOUR <= 1'b0;
          ALM_MIN <= 1'b0;
        end
        SETHOUR:
        begin
          if (!(SW_F1))
             begin
             next_state <= SETHOUR;
             end
          else if (SW_F1)
             begin
             next_state <= SETMIN;
             end
          else if (SW_F2)
             begin
             next_state <= INCHOUR;
             end
          ALM_ONOFF <= 1'b0;
          ALM_HOUR <= 1'b0;
          ALM_MIN <= 1'b0;
        end
        INCHOUR:
        begin
            next_state <= SETHOUR;
          ALM_ONOFF <= 1'b0;
          ALM_HOUR <= 1'b1;
          ALM_MIN <= 1'b0;
        end
        default:
          next_state <= IDLE;
     endcase
  end
endmodule
module AlarmControlSch(CLK,RST,SW_F1,SW_F2,ALM_ONOFF,ALM_HOUR,ALM_MIN);
input CLK;
input RST;
input SW_F1;
input SW_F2;
output ALM_ONOFF;
output ALM_HOUR;
output ALM_MIN;
wire  w0;
wire  w1;
wire  w2;
wire  w3;
wire  w4;
wire  w5;
wire  w6;
assign w2 = CLK;
assign w3 = RST;
assign w0 = SW_F1;
assign w1 = SW_F2;
assign ALM_ONOFF = w6;
assign ALM_HOUR = w4;
assign ALM_MIN = w5;
AlarmControl
     #(
      .IDLE(0),
      .INCHOUR(6),
      .INCMIN(1),
      .SETHOUR(5),
      .SETMIN(2),
      .SETONOFF(3),
      .TOGGLE(4))
     s0 (
      .SW_F1(w0),
      .SW_F2(w1),
      .clock(w2),
      .reset(w3),
      .ALM_HOUR(w4),
      .ALM_MIN(w5),
      .ALM_ONOFF(w6));
endmodule
==> qor.yml <==
outcome: "complete, no violations"
worstPathRequired_ns: 1.77
netlist.top_cell.by_area: "dlxtn_1"
portBuffers: 6
drc: 0
die_h_um: 80
fmaxAchievable_mhz: 685
drive_above_1_share_pct: 17.1
maxCapViolations: 0
rsz0062_at_grt: "no"
r2r_setup_slack_ns: 0.26
core.rowCount: 21
finalWeightedCongestion: 0.695
cp-end-kind: "flop"
floorplan.core_util_pct: 9.34
ys_cells: 31
tool_warnings: 25
viasPerCell: 2.69
coreArea_sq_um: 3420
fin_crit_ns: 1.46
total_power_uw: 254
clkTransAtPathRegs_ns: 0.04
avgSynthCellArea_sq_um: 10.3
numCtsBuffers: 3
track_usage_pct: 1.93
wl_um: 573
wl_met1_um: 296
yosys_area_sq_um: 319
critPathMaxFanout: 6
drtPass1Iterations: 3
antenna_cells: 0
power_leakage_nw: 0.185
syn_inst: 31
reg2reg_depth: 4
setup_viol: 0
dieArea_sq_um: 6400
cts_tree: "built"
hold_buffers: 0
vdd_drop_max_v: 0.0000910
grt_pass1_vias: 254
grt_overflow_total: 0
antenna_found_initial: 0
finalHoldViolCount: 0
clockBufferDepth: 2
period_used_pct: 91.3
r2r-end: "s0.current_state[2]"
area_growth_pct: 42.4
unclocked_pins: 6
ys_warn_count: 1
met2_length_um: 186
wl_met3_um: 90
fin_util_pct: 13.3
final_antenna_net_count: 0
numSynthFlops: 9
htreeDepth: 1
top_layer_used: "met3"
die-width_um: 80
synth_cell_type_count: 18
syn-cell-area_sq_um: 319
grt_max_degree: 12
cellPowerDensity_nw_per_um2: 559
io_pins: 7
clockRootBuffer: "clkbuf_4"
untimed_endpoints: 9
holdCritPathClass: "primary input to asynchronous set/reset pin"
yosys.area.top_type_share_pct: 28.2
slew_violations: 0
grt_pass1_wl_um: 986
r2r_start: "s0.current_state[1]"
cts_resized: 0
critPathLaunchType: "primary input"
topCellsByArea: "dlxtn_1, dfrtp_1, mux2i_1, and3_2, nor3b_1"
wl_per_cell_um: 6.59
cp.arrival_ns: 1.63
dr_total_vias: 234
cts_setup_buffers: 0
critical_path_class: "primary input to flop"
drt_iter0_markers: 28
==> worst max-delay path by stage <==
stage / end / start / slack [ns] / cells past startpoint
finish: s0.current_state[2] / SW_F1 / 0.14 / 5
CTS: s0.current_state[0] / SW_F1 / 0.15 / 5
global route: s0.current_state[0] / SW_F1 / 0.002 / 5
==> sequential cells by signal, indices dropped and copies added (netlist names) <==
signal,cells
s0.ALM_ONOFF,1
s0.ALM_MIN,1
s0.current_state,3
s0.next_state,3
s0.ALM_HOUR,1
==> cell type report <==
cell class,instances,area [sq um]
tap,46,57.6
timing repair buffer,6,60.1
fill,400,2960
inverter,1,3.75
sequential,9,165
clock buffer,4,26.3
multi-input combinational,21,141
==> stage by stage <==
step | cells | setup TNS [ns] | area, sq um | hold WS [ns] | setup slack, ns
after floorplan | 33 | 0 | 327 | 0.0244 | 0.400
after global placement | 83 | -0.133 | 428 | 0.508 | -0.0588
after detailed placement | 83 | -0.260 | 428 | 0.520 | -0.0916
after CTS | 87 | 0 | 454 | 0.270 | 0.147
after global routing | 87 | 0 | 454 | 0.276 | 0.00170
final | 87 | 0 | 454 | 0.278 | 0.140
==> power breakdown <==
group / switching (mW) / internal (mW)
clock network: 0.0369 / 0.0933
logic: 0.0139 / 0.0167
registers: 0.00660 / 0.0865
total: 0.0574 / 0.196
==> metal layers <==
metal,vias to the layer above,global-route usage (%)
li1,124,-
met4,0,0.528
met5,-,0
met3,0,1.48
met1,103,2.41
met2,7,2.49
==> logic make-up (layout without fill, tap and decap cells) <==
logic type	Yosys count	count (layout)	synth area share, %
AND-OR/OR-AND	6	6	12.9
other	1	3	1.18
multiplexers	3	3	9.41
latches	6	6	28.2
AND/OR/NAND/NOR	9	9	18.4
buffers and inverters	3	11	6.27
flip-flops	3	3	23.5
==> layout by cell type, fill, tap and decap left out, drive strengths merged <==
cell type	instances
o211ai	2
a21oi	2
and3	2
nor3b	3
inv	1
nand2	1
nor2	2
dlxtn	6
o22ai	1
nor3	1
mux2i	3
clkdlybuf4s50	6
dfrtp	3
clkbuf	4
o21ai	1
conb	3
==> worst max-delay path, cell delays in order <==
cell,delay (ns)
clkdlybuf4s50_1,0.53
nor3b_2,0.20
a21oi_1,0.06
mux2i_1,0.17
dlxtn_1,0.35
==> cell usage after synthesis (all sizes together) <==
cell type	instances
o21ai	1
nand2	1
inv	1
nor2	2
dfrtp	3
and3	2
nor3	1
o211ai	2
o22ai	1
buf	2
mux2i	3
dlxtn	6
a21oi	2
conb	1
nor3b	3
Power figures rest on the tool's default switching activity, not on a simulated workload.
